**/design/flow/constraint.sdc**
```tcl
current_design alu_fpga_top

set clk_period 6.1
set clk_io_pct 0.2

create_clock -name clk0 -period $clk_period [get_ports {clk}]

set non_clock_inputs [all_inputs -no_clocks]
set_input_delay [expr $clk_period * $clk_io_pct] -clock clk0 $non_clock_inputs
set_output_delay [expr $clk_period * $clk_io_pct] -clock clk0 [all_outputs]
```
**/design/flow/config.mk**
```make
export PLATFORM = sky130hd
export DESIGN_NAME = alu_fpga_top
export DESIGN_NICKNAME = alu_fpga_top
export VERILOG_FILES = /design/flow/design.v
export SDC_FILE = /design/flow/constraint.sdc
export NUM_CORES = 4
export LEC_CHECK = 1
export CORE_UTILIZATION = 50
```
**/design/flow/run.sh**
```bash
#!/bin/bash
# OpenROAD 26Q1-2900-gdf79404cd8, Yosys 0.63+post, stock flow scripts
make -C /OpenROAD-flow-scripts/flow DESIGN_CONFIG=/design/flow/config.mk WORK_HOME=/design/flow/orfs finish
```
**/design/flow/design.v**
```verilog
`timescale 1ns / 1ps
module alu_fpga_top (
    input  logic        clk,       
    input  logic        btnC,      
    input  logic        btnU,      
    input  logic        btnD,      
    input  logic        btnL,      
    input  logic [15:0] sw,        
    output logic [15:0] led        
);
    logic reset_n;
    assign reset_n = ~btnC;  
    logic [15:0] reg_x;
    logic [15:0] reg_y;
    logic [5:0]  reg_ctrl;
    logic pulse_load_x;
    logic pulse_load_y;
    logic pulse_load_ctrl;
    button_debouncer db_u (.clk(clk), .reset_n(reset_n), .btn_in(btnU), .btn_out(pulse_load_x));
    button_debouncer db_d (.clk(clk), .reset_n(reset_n), .btn_in(btnD), .btn_out(pulse_load_y));
    button_debouncer db_l (.clk(clk), .reset_n(reset_n), .btn_in(btnL), .btn_out(pulse_load_ctrl));
    always_ff @(posedge clk) begin
        if (!reset_n) begin
            reg_x    <= '0;
            reg_y    <= '0;
            reg_ctrl <= 6'b101010;  
        end else begin
            if (pulse_load_x)    reg_x    <= sw;
            if (pulse_load_y)    reg_y    <= sw;
            if (pulse_load_ctrl) reg_ctrl <= sw[5:0];  
        end
    end
    logic [15:0] alu_out;
    logic        zr_flag;
    logic        ng_flag;
    hack_alu u_alu (
        .x   (reg_x),
        .y   (reg_y),
        .zx  (reg_ctrl[5]),
        .nx  (reg_ctrl[4]),
        .zy  (reg_ctrl[3]),
        .ny  (reg_ctrl[2]),
        .f   (reg_ctrl[1]),
        .no  (reg_ctrl[0]),
        .out (alu_out),
        .zr  (zr_flag),
        .ng  (ng_flag)
    );
    assign led = alu_out;
endmodule
`timescale 1ns / 1ps
module button_debouncer (
    input  logic clk,
    input  logic reset_n,
    input  logic btn_in,
    output logic btn_out  
);
    logic sync_0, sync_1;
    always_ff @(posedge clk) begin
        if (!reset_n) begin
            sync_0 <= 1'b0;
            sync_1 <= 1'b0;
        end else begin
            sync_0 <= btn_in;
            sync_1 <= sync_0;
        end
    end
    logic [19:0] counter;
    logic        debounced_state;
    always_ff @(posedge clk) begin
        if (!reset_n) begin
            counter <= '0;
            debounced_state <= 1'b0;
        end else begin
            if (sync_1 != debounced_state) begin
                counter <= counter + 1;
                if (counter == 20'hFFFFF) begin
                    debounced_state <= sync_1;
                    counter <= '0;
                end
            end else begin
                counter <= '0;
            end
        end
    end
    logic prev_state;
    always_ff @(posedge clk) begin
        if (!reset_n) begin
            prev_state <= 1'b0;
            btn_out    <= 1'b0;
        end else begin
            prev_state <= debounced_state;
            btn_out    <= debounced_state & ~prev_state;  
        end
    end
endmodule
`timescale 1ns / 1ps
module hack_alu (
    input  logic [15:0] x,    
    input  logic [15:0] y,    
    input  logic        zx,   
    input  logic        nx,   
    input  logic        zy,   
    input  logic        ny,   
    input  logic        f,    
    input  logic        no,   
    output logic [15:0] out,  
    output logic        zr,   
    output logic        ng    
);
    logic [15:0] x_z, x_n;      
    logic [15:0] y_z, y_n;      
    logic [15:0] result_f;      
    logic [15:0] result_final;  
    always_comb begin
        x_z = zx ? 16'h0000 : x;
        x_n = nx ? ~x_z     : x_z;
        y_z = zy ? 16'h0000 : y;
        y_n = ny ? ~y_z     : y_z;
        if (f) begin
            result_f = x_n + y_n;
        end else begin
            result_f = x_n & y_n;
        end
        result_final = no ? ~result_f : result_f;
        out = result_final;
        zr = (result_final == 16'h0000);
        ng = result_final[15];
    end
endmodule
```
==> impl_metrics.tcl <==
# place-and-route summary
set metrics [dict create \
    cts_buffers 17 \
    edf_count 0 \
    wl_met3_um 340 \
    postCtsSetupBuffers 0 \
    rsz0062_at_grt "false" \
    finalClockPeriodUsage_pct 81.0 \
    finalHoldViolations 0 \
    ys.warnings.count 3 \
    clkTransAtPathRegs_ps 50 \
    via_count 4411 \
    cp-start-kind "flop" \
    die_h_um 112 \
    fin_skew_ps 7.66 \
    ir_drop_mv 0.260 \
    grt-ovfl-total 0 \
    top_cells_by_area "dfxtp_1 37%, xnor2_1 9.6%, mux2i_1 7.7%, nor2_1 6.9%, xor2_1 5.6%" \
    rows 39 \
    crit_chain "xnor2_1 -> ha_1 -> fa_1 -> a211oi_2 -> o21ai_2 -> a21o_2 -> xor2_1 -> mux2i_1 -> xnor2_1 -> clkdlybuf4s50_1" \
    synth-seq-cells 113 \
    fp-utilization_pct 52.3 \
    grt_max_degree 48 \
    drt-total-wl_mm 11.1 \
    syn_area_um2 6100 \
    route.met2.wl_mm 4.65 \
    dp_hpwl_mm 7.82 \
    cp_num_buf_inv 1 \
    ys_types 59 \
    antenna_cells 0 \
    grtUsageTotal_pct 19.7 \
    warnings 25 \
    path_common_cell "xnor2_1" \
    synth_cells 690 \
    crit_arrival_ps 3720 \
    yosys-stat-cells 690 \
    wl_met1_mm 5.99 \
    setup_viol 0 \
    portBuffers 36 \
    slew_violations 0 \
    grt_pass1_wl_mm 19.8 \
    p_leak_uw 0.00260 \
    dr.pass1.iters 4 \
    power.density_nw_per_um2 248 \
    max_slew.worst_pin.slew_ps 845 \
    drv_cap 0 \
    status "completed" \
    cts_tree "done" \
    yosysTopAreaCell "dfxtp_1" \
    place.gp.congestion 0.841 \
    top_cell_area_share_pct 37.1 \
    coreArea_um2 11700 \
    cts_sinks 113 \
    fin_crit_ps 4940 \
    grt_pass1_vias 4181 \
    cp-end-kind "output pin" \
    postCtsResizedCells 0 \
    crit_family "flip-flops" \
    clock_latency_ps 400 \
    post_drt_wl_per_cell_um 12.7 \
    area_delta_synth_final_pct 16.6 \
    synthArstFlopShare_pct 0 \
    required_ps 4880 \
    ys_chip_area_um2 6100 \
    maxSlewHeadroom_pct 43.6 \
    chipArea_um2 12600 \
    drive_gt1_share_pct 7.79 \
    antenna_found_initial 0 \
    path_max_fanout 17 \
    ios 37 \
    ys_seq_share_pct 37.1 \
    finalPower_uw 1760 \
    min_path_type "flop to flop" \
    synth_top_flop_cell "dfxtp_1" \
    htree_levels 4 \
    clockBufferDepth 2 \
    ant_nets 0 \
    slowest_stage "dfxtp_1" \
    ctsHoldBuffers 0 \
    topRoutingLayerUsed "met4" \
    max_freq_mhz 202 \
    cts_root_buffer "clkbuf_16" \
    drcViolationCount 0 \
    tns_ps 0 \
    path_class "flop to output pin" \
    whs_ps 384 \
    drt_iter0_markers 162 \
    fillers 965 \
    fp.dieW_um 112 \
    critPathMaxStageDelay_ps 870 \
    syn_area_per_cell_um2 8.83 \
    viasPerCell 5.04 \
]
==> worst reg2reg max path, cell delays in order, from the launching register on <==
cell,delay [ps]
dfxtp_1,340
ha_1,180
and2_1,240
nand4_4,140
or3_4,380
nor2_2,120
or2_1,500
nor2_1,120
==> path summary, 6_finish.rpt <==
kind	from	endpoint	slack, ps	depth (start not counted)
setup / recovery	reg_ctrl[2]	led[10]	1160	10
hold / removal	db_u.prev_state	db_u.btn_out	380	1
setup reg to reg	db_l.counter[0]	db_l.counter[19]	3930	7
hold reg to reg	db_u.prev_state	db_u.btn_out	380	1
==> report_power, final <==
group	internal, uW	leakage (uW)	switching, uW	total (uW)
sequential	742	0.000911	1.39	743
combinational	14.3	0.00139	14.4	28.8
clock	668	0.000298	320	989
total	1420	0.00260	336	1760
==> layout by cell type (no fill, tap or decap), types with 6 or more instances in the layout <==
cell             count
xor2_1              39
nand4_1             15
clkdlybuf4s50_1     36
clkinv_2             6
ha_1                19
and4_1               8
dfxtp_1            113
nand2b_1            35
mux2i_1             47
nor3_1               9
a31oi_1              7
xnor2_1             67
and3_1               8
nand3_1             22
nand2_1             39
clkbuf_16           17
buf_4                6
a21oi_1             21
nor2_1             112
o21ai_0             11
nor2b_1             16
inv_1                9
==> registers in the layout, summed over array words and instances, names as in the netlist, 6 cells and up <==
name          cells
db_u.counter     20
reg_ctrl          6
db_d.counter     20
reg_y            16
reg_x            16
db_l.counter     20
==> layer usage <==
metal	up-vias	GRT usage, %
li1	2396	-
met1	1963	32.5
met2	43	28.4
met3	9	4.02
met4	0	2.04
met5	-	0
==> cells by family (layout without fill, tap and decap cells) <==
group | count (synthesis) | in the layout | synth area share (%)
mux | 48 | 48 | 7.90
simple gates | 300 | 300 | 25.7
compound gates | 62 | 62 | 6.36
xor+xnor | 106 | 106 | 15.2
buf+inv | 41 | 83 | 3.51
fa+ha+maj | 20 | 20 | 4.23
flops | 113 | 113 | 37.1
==> cells in the mapped netlist (all sizes together) (11+ instances only) <==
cell type    n
buf         19
o21ai       14
nand2b      35
nand3       24
mux2i       47
nor2       115
nor3        11
ha          19
xor2        39
xnor2       67
nor2b       16
nand4       17
a21oi       22
dfxtp      113
clkbuf      13
nand2       39
==> stage by stage <==
step	cells	util, %	setup WS (ps)	instance area [um^2]
3_5_place_dp	843	55.7	1570	6500
2_1_floorplan	690	-	2350	6100
4_1_cts	875	60.9	1130	7110
5_1_grt	875	60.9	927	7110
6_report	875	60.9	1160	7110
3_3_place_gp	843	55.7	1640	6500
==> cell type report <==
cell class	instances	area, um^2	share of cell area (%)
multi-input cells	536	3620	50.9
flip-flops and latches	113	2260	31.8
clock buffers	21	470	6.62
repair buffers	42	405	5.71
well taps	143	179	2.52
clock inverters	11	135	1.90
inverters	9	33.8	0.475
Power and IR drop assume default switching activity.
